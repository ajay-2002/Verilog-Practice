### /design/flow/run.sh
#!/bin/bash
# OpenROAD 26Q1-2900-gdf79404cd8, Yosys 0.63+post, stock flow scripts
make -C /OpenROAD-flow-scripts/flow DESIGN_CONFIG=/design/flow/config.mk WORK_HOME=/design/flow/orfs finish
### /design/flow/config.mk
export PLATFORM = sky130hd
export DESIGN_NAME = Counter
export DESIGN_NICKNAME = Counter
export VERILOG_FILES = /design/flow/design.v
export SDC_FILE = /design/flow/constraint.sdc
export NUM_CORES = 4
export LEC_CHECK = 1
export CORE_AREA = 10 10 70 70
export DIE_AREA = 0 0 80 80
### /design/flow/constraint.sdc
current_design Counter

set clk_period 1.5
set clk_io_pct 0.2

create_clock -name clk0 -period $clk_period [get_ports {clk}]

set non_clock_inputs [all_inputs -no_clocks]
set_input_delay [expr $clk_period * $clk_io_pct] -clock clk0 $non_clock_inputs
set_output_delay [expr $clk_period * $clk_io_pct] -clock clk0 [all_outputs]
### /design/flow/design.v
`timescale 1ns / 1ps
module Counter(
input clk, reset,
output reg [3:0] q      
);
always@ (posedge clk)
begin
if (reset)
begin
q <= 0;
end
else if(q == 4'b1111)
begin
q <= 0;
end
else
begin
q <= q + 1'b01;
end
end
endmodule
==> impl_metrics.py <==
# Auto-generated metrics
metrics = {
    "status": {
        "outcome": "finished, final reports clean",
    },
    "floorplan": {
        "rows": 21,
        "dieHeight_um": 80,
        "coreArea_mm2": 0.00342,
        "io_pins": 6,
        "die_x_um": 80,
        "floorplan.core_util_pct": 4.87,
        "chipArea_mm2": 0.00640,
    },
    "grt": {
        "busiest_layer": "met2",
        "grt_first_pass_wirelength_um": 669,
        "met2_usage_pct": 3.05,
        "use_met3_pct": 0.909,
        "grt_max_degree": 6,
        "antenna_found_initial": 0,
        "met1_usage_pct": 0.600,
        "overflow": 0,
        "grt_usage_pct": 1.41,
        "grt_pass1_vias": 150,
    },
    "sta": {
        "slew_headroom_pct": 87.8,
        "clock_skew_ns": 0.00117,
        "hold_viol": 0,
        "fmax_mhz": 703,
        "maxSlewViolCount": 0,
        "hold_slack_ns": 0.452,
        "finalSetupTns_ns": 0,
        "layout_min_cycle_time_ns": 1.42,
        "setup_violations": 0,
        "tightest_slew_ns": 0.181,
        "rsz0062_at_grt": "no",
        "fin_crit_sh_pct": 94.9,
    },
    "clock_tree": {
        "cts_buffers": 3,
        "clock_latency_ns": 0.23,
        "clkTransAtPathRegs_ns": 0.03,
        "htreeDepth": 1,
        "tritoncts": "built",
        "holdBufCountCts": 0,
        "cts_root_buf": "clkbuf_4",
        "clock_sinks": 4,
        "cts_buffer_depth": 2,
    },
    "synthesis": {
        "syn_area_um2": 166,
        "yosysWarnings": 1,
        "ys_cells": 15,
        "ys_seq_share_pct": 48.1,
        "synth_cell_type_count": 11,
        "ys_ff": 4,
        "syn_inst": 15,
        "yosysChipArea_um2": 166,
        "syn-mean-instance-area_um2": 11.1,
    },
    "power": {
        "leakage_nw": 0.0909,
        "clkPwrFrac_pct": 45.6,
        "p_seq_share_pct": 43.6,
        "internal-power_uw": 225,
        "power_density_mw_per_mm2": 946,
        "sw_frac_of_total_pct": 19.9,
        "combPwrFrac_pct": 10.8,
        "netSwitchingPower_uw": 56.1,
        "ir_drop_uv": 137,
    },
    "cells_and_area": {
        "largest_register_ffs": 4,
        "top_register": "q",
        "n_fill_cell": 406,
        "syn_to_final_growth_pct": 78.9,
        "drive_above_1_share_pct": 30.4,
        "top_regs": "q (4)",
    },
    "worst_setup_path": {
        "crit_path_start": "q[2]",
        "crit_path_end_kind": "output port",
        "worst_setup_path_start_kind": "flip-flop",
        "timing.rr.start": "q[1]",
        "cp.buffers_inverters": 1,
        "critical-path-slowest-cell": "clkdlybuf4s50_1",
        "cpPeakStageDelay_ns": 0.50,
        "crit_chain": "clkdlybuf4s50_1",
        "crit_required_ns": 1.20,
        "cp.arrival_ns": 1.12,
        "cpLargestDelayFamily": "buffers and inverters",
        "path_max_fanout": 5,
        "critPathKind": "reg2out",
    },
    "drt": {
        "first_iter_violations": 0,
        "route.detailed.drc": 0,
        "wl_per_cell_um": 6.58,
        "routed_wl_um": 454,
        "drt-pass1-iter-count": 1,
        "final_antenna_net_count": 0,
        "avgViaCountPerCell": 2.09,
        "antenna_cells": 0,
        "vias": 144,
    },
    "run": {
        "log.warning_count": 25,
        "max_cap_viol_count": 0,
    },
    "worst_hold_path": {
        "hp-start": "q[0]",
        "hold_class": "reg2reg",
    },
    "place": {
        "gp_congestion": 0.668,
        "place.port_buffers": 5,
    },
}
==> repair_timing <==
item                                    4_1_cts  5_1_grt
endpoints found under the setup margin        0        1
setup buffers                                 0        0
gates resized                                 0        1
==> per-stage QoR <==
stage | worst slack, ns | cells | instance area [um2] | util [%] | total power [mW]
after floorplan | 0.577 | 15 | 166 | - | 0.133
after global placement | 0.268 | 66 | 274 | 8.02 | 0.155
after detailed placement | 0.272 | 66 | 274 | 8.02 | 0.155
after CTS | 0.0138 | 69 | 297 | 8.68 | 0.290
after global routing | 0.0302 | 69 | 298 | 8.72 | 0.296
final | 0.0765 | 69 | 298 | 8.72 | 0.282
==> layout make-up <==
cell class / instances / area, um2 / area share [%]
inverter: 1 / 3.75 / 1.26
sequential: 4 / 81.3 / 27.3
clock buffer: 3 / 22.5 / 7.56
multi-input combinational: 10 / 82.6 / 27.7
timing repair buffer: 5 / 50.0 / 16.8
tap: 46 / 57.6 / 19.3
==> placed cells by master (no fill, tap or decap) <==
master,synthesis,layout
nand4b_1,1,1
and3_4,1,1
nor3_2,1,1
ha_1,1,1
a21oi_1,2,2
clkdlybuf4s50_1,0,5
inv_1,1,1
xnor2_1,1,1
o21ai_0,1,1
dfxtp_2,0,1
dfxtp_1,4,3
nor2_1,1,1
nor3b_2,1,1
clkbuf_4,0,3
==> kinds of logic (layout without fill, tap and decap cells) <==
group                    count (synthesis)  after routing  share of synthesized area [%]
flip-flops                               4              4                           48.1
adder cells (fa/ha/maj)                  1              1                           7.52
XOR/XNOR                                 1              1                           5.26
buffers and inverters                    1              9                           2.25
AND-OR/OR-AND                            3              3                           9.02
AND/OR/NAND/NOR                          5              5                           27.8
==> power groups by stage <==
stage         clock network, mW  registers, mW  logic, mW
finish                    0.128          0.123     0.0304
CTS                       0.136          0.122     0.0319
global route              0.137          0.124     0.0346
==> Yosys cell counts <==
master / number / share of area [%]
nand4b_1: 1 / 5.3
ha_1: 1 / 7.5
nor3b_2: 1 / 7.5
nor2_1: 1 / 2.3
a21oi_1: 2 / 6.0
and3_4: 1 / 6.8
dfxtp_1: 4 / 48
xnor2_1: 1 / 5.3
nor3_2: 1 / 6.0
o21ai_0: 1 / 3.0
inv_1: 1 / 2.3
==> per-layer routing <==
metal / vias to the layer above / share of wire (%)
li1: 71 / -
met1: 66 / 24
met2: 3 / 64
met3: 4 / 7.5
met4: 0 / 5.1
met5: - / 0
==> path summary, 6_finish.rpt <==
path              slack [ns]  depth (start not counted)   end
setup reg to reg        0.48                          4  q[3]
setup / recovery        0.08                          1  q[2]
hold / removal          0.45                          1  q[0]
hold reg to reg         0.45                          1  q[0]
Power is estimated from default activity; no workload was simulated.
